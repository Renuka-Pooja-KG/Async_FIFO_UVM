--- flow/design.v ---
`timescale 1ns/1ps
module rptr_empty #(parameter ADDRESS_WIDTH = 0, DEPTH= 0, DATA_WIDTH = 0, SOFT_RESET = 0, STICKY_ERROR = 0, RESET_MEM =0, PIPE_READ=0)
			(   
			output  logic                         rdempty      ,
                        output  logic [ADDRESS_WIDTH   :0]    rdaddr       ,
			output  logic [ADDRESS_WIDTH     :0]  rptr         ,
                        output  logic [ADDRESS_WIDTH:0]       rd_count     ,
                        output  logic                         rd_underflow , 
			input   logic [ADDRESS_WIDTH     :0]  rq2_wptr     ,
			input   logic                         rinc         ,
                        input   logic                         winc         ,
                        input   logic                         rclk         ,
                        input   logic                         hw_rst_n       ,     
                        input   logic                         sw_rst  ,     
			input logic                           mem_rst
                    );
logic [ADDRESS_WIDTH     :0] rbin          ;
logic [ADDRESS_WIDTH:0] rd_count_r    ;
logic [ADDRESS_WIDTH     :0] rgray_nxt     ;
logic [ADDRESS_WIDTH     :0] rbin_nxt      ;
logic                  rd_underflow_w;
logic enable;
logic rinc_r, rinc_switch;
logic [ADDRESS_WIDTH:0]rbin_reg, rgray_nxt_reg, rq2_wptr_reg, rbin_nxt_r ;
always_ff @(posedge rclk or negedge hw_rst_n)
begin
	if (!hw_rst_n)
		begin
		    rbin <= {ADDRESS_WIDTH{1'b0}};
		    rptr <= {ADDRESS_WIDTH{1'b0}};
		    rbin_reg <= {ADDRESS_WIDTH{1'b0}};
		end
    else 
        if (sw_rst && (SOFT_RESET == 1 ||SOFT_RESET == 3) )
		begin
		    rbin <= {ADDRESS_WIDTH{1'b0}};
		    rptr <= {ADDRESS_WIDTH{1'b0}};
		    rbin_reg <= {ADDRESS_WIDTH{1'b0}};
		end	
	else if(!rd_underflow)
		begin
		    rbin <= rbin_nxt ;
		    rbin_reg <= rbin_nxt_r;
		    rptr <= rgray_nxt;
		end
end
assign enable = (PIPE_READ==0) ? 1'b1:1'b0;
assign rdaddr    = (PIPE_READ==0) ? rbin[ADDRESS_WIDTH-1:0] : rbin_reg[ADDRESS_WIDTH-1:0]         ;     
assign rbin_nxt  = rbin + (rinc & ~rdempty)  ;     
assign rbin_nxt_r = (rbin_reg + (rinc_r & ~rdempty));
assign rgray_nxt = (PIPE_READ==0) ? ((rbin_nxt >>1) ^ rbin_nxt) : (((rbin_nxt_r >>1) ^ rbin_nxt_r) ) ;     
assign rdempty_val = (rgray_nxt == rq2_wptr)           ;  
always @(posedge rclk or negedge hw_rst_n)
begin
	if(!hw_rst_n)
	begin
		rgray_nxt_reg <= 0;
		rq2_wptr_reg <=0;
		rinc_r <= 0;
	end
	else if (sw_rst && (SOFT_RESET ==1 || SOFT_RESET == 3))
	begin
		rgray_nxt_reg <= 0;
		rq2_wptr_reg <=0;
		rinc_r <= 0;
	end
	else
	begin
		rgray_nxt_reg <= rgray_nxt;
		rq2_wptr_reg <= rq2_wptr;
		rinc_r <= rinc;
	end
end	
always_ff @(posedge rclk or negedge hw_rst_n)
begin 
	if (!hw_rst_n)
	 begin
	    rdempty <=1'b1;
     end
    else
        if (sw_rst && (SOFT_RESET == 1 || SOFT_RESET ==3))
    begin
	   rdempty <=1'b1;
	end
	else
	 begin 
	    rdempty <= rdempty_val;
	end
end
always_ff @(posedge rclk or negedge hw_rst_n)
begin
    if(!hw_rst_n)
    begin
        rd_underflow<=0;
    end
    else if (STICKY_ERROR==1)
    begin
        if (rd_underflow || ((rdempty && rinc_switch && !winc)))
	begin	
		rd_underflow = 1'b1;
	end
    end
    else
        if(rdempty && rinc_switch && !winc)        
    	begin
        	rd_underflow<= rd_underflow_w ;
    	end
	else
	begin
		rd_underflow <= 1'b0;
	end
end    
assign rd_underflow_w = (PIPE_READ==0) ? ((rdempty && rinc )  ?    1'b1    :   1'b0) : ((rdempty && rinc_r) ? 1'b1:1'b0)    ;
assign rinc_switch = (PIPE_READ==0) ? rinc : rinc_r;
always_ff @(posedge rclk or negedge  hw_rst_n)
begin
    if(!hw_rst_n)
    begin
        rd_count_r <= {DATA_WIDTH{1'b0}} ;
    end
    else
        if (sw_rst && (SOFT_RESET == 1 || SOFT_RESET ==3))
    begin
	    rd_count_r <= {DATA_WIDTH{1'b0}} ;
	end
    else if (!rd_underflow)
    begin
        if(rinc && !rdempty)
        begin
            rd_count_r <= rd_count_r +1;
        end
        else
        begin
            rd_count_r <= rd_count_r;
        end
    end
end
assign rd_count = rd_count_r;
endmodule
--- flow/run.sh ---
#!/bin/bash
# OpenROAD 26Q1-2900-gdf79404cd8, Yosys 0.63+post, stock flow scripts
make -C /OpenROAD-flow-scripts/flow DESIGN_CONFIG=/design/flow/config.mk WORK_HOME=/design/flow/orfs finish
--- flow/config.mk ---
export PLATFORM = sky130hd
export DESIGN_NAME = rptr_empty
export DESIGN_NICKNAME = rptr_empty
export VERILOG_FILES = /design/flow/design.v
export SDC_FILE = /design/flow/constraint.sdc
export NUM_CORES = 4
export LEC_CHECK = 1
export CORE_AREA = 10 10 70 70
export DIE_AREA = 0 0 80 80
--- flow/constraint.sdc ---
current_design rptr_empty

set clk_period 1.1
set clk_io_pct 0.2

create_clock -name clk0 -period $clk_period [get_ports {rclk}]

set non_clock_inputs [all_inputs -no_clocks]
set_input_delay [expr $clk_period * $clk_io_pct] -clock clk0 $non_clock_inputs
set_output_delay [expr $clk_period * $clk_io_pct] -clock clk0 [all_outputs]
==> flow_metrics.tcl <==
# collected from the flow reports
set metrics [dict create \
    outcome "finished clean" \
    clkPwrFrac 0.242 \
    fmax_mhz 941 \
    r2r_end "rptr$_DFFE_PN0N_" \
    grt_max_degree 5 \
    finClkSkew_ns 0.00611 \
    vias_per_cell 2.05 \
    ioPinCount 12 \
    path_cells "buf_2" \
    arrival_ns 0.84 \
    place_congestion 0.675 \
    die_w_um 80 \
    intPower_uw 615 \
    root_buffer "clkbuf_4" \
    setup_viol 0 \
    crit_fanout 2 \
    max_stage_delay_ns 0.52 \
    cts.sinks 4 \
    crit_required_ns 0.88 \
    min_period_ns 1.06 \
    fp_util 0.0527 \
    cp-end-kind "output port" \
    swShare 0.279 \
    wire_per_inst_um 6.82 \
    p_comb_frac 0.456 \
    core_um2 3420 \
    seqPwrFrac 0.302 \
    preCtsSetupSlack_ns -0.0987 \
    die_area_um2 6400 \
    dr.pass1.iters 1 \
    cts_tree "built" \
    ys_types 10 \
    io_buffer_count 8 \
    antenna_found_initial 0 \
    cts_buffers 3 \
    ant_nets 0 \
    grt_overflow 0 \
    worstRegToRegCells 3 \
    hold_buffers 0 \
    avgSynthCellArea_um2 12.9 \
    synthCells 14 \
    drt-total-wl_um 525 \
    num_vias 158 \
    n_antenna_cell 0 \
    drv_cap 0 \
    ir_drop_mv 0.692 \
    yosysSeqAreaShare 0.563 \
    h-tree-depth 1 \
    clk_pin_slew_worst_paths_ns 0.04 \
    area.growth.synth_to_final_pct 109 \
    grt_util_all_layers 0.0186 \
    cp_num_buf_inv 1 \
    lay_top_cells "buf_4, clkdlybuf4s50_1, clkbuf_4, clkdlybuf4s15_1, dfrtp_1" \
    dr.first_iter.drc_count 0 \
    drc 0 \
    cts_buffer_depth 2 \
    hold_class "primary input to async pin" \
    finalClockPeriodUsage 0.966 \
    power_density_nw_per_um2 2270 \
    slowest_stage "dfstp_2" \
    ys_area_um2 180 \
    leakage_uw 0.000154 \
    grt_pass1_wl_um 869 \
    rsz0062_at_grt "true" \
    yosysCellCount 14 \
    die_y_um 80 \
    crit_type "register to output port" \
    critPathLaunchType "register" \
    clock_latency_ns 0.24 \
    power_uw 853 \
    grt_pass1_vias 178 \
    drive_gt1_frac 0.387 \
    yosys_warnings 3 \
    r2r_start "rd_underflow$_DFF_PN0_" \
    tool_warnings 28 \
    switchingPower_uw 238 \
    drv_slew 0 \
    layout_top_cell "buf_4" \
    finalWorstSetupSlack_ns 0.0372 \
    final-hold-violation-count 0 \
    cp_top_family "flip-flops" \
    synth_area_um2 180 \
    std_cell_rows 21 \
    ys_seq_elements 4 \
    r2r_slack_ns 0.14 \
]
## area by class of cell
class	instances	area, um^2
fillers	414	3040
repair buffers	14	120
flip-flops and latches	4	101
multi-input cells	9	71.3
well taps	46	57.6
clock buffers	4	26.3
## kinds of logic (layout without fill, tap and decap cells)
| family | count (synthesis) | after routing | share of synthesized area |
|---|---|---|---|
| XOR/XNOR | 4 | 4 | 0.194 |
| buffers and inverters | 1 | 18 | 0.0417 |
| flip-flops | 4 | 4 | 0.563 |
| other | 1 | 1 | 0.0208 |
| AND/OR/NAND/NOR | 4 | 4 | 0.181 |
## stage by stage
stage | util | TNS, ns | hold WS [ns] | cell area [um^2] | instances
6_report | 0.110 | 0 | 0.178 | 377 | 77
5_1_grt | 0.110 | -0.00988 | 0.173 | 377 | 77
4_1_cts | 0.110 | 0 | 0.176 | 375 | 77
3_5_place_dp | 0.102 | -0.255 | 0.438 | 348 | 72
3_3_place_gp | 0.102 | -0.188 | 0.431 | 348 | 72
2_1_floorplan | - | 0 | -0.0756 | 180 | 14
## power by group through the flow
stage	clock network [uW]	logic [uW]	registers, uW
4_1_cts	217	388	257
5_1_grt	231	427	268
6_report	206	389	257
## metal layers
layer  routed length [um]  up-vias  share of wire  GRT usage
li1                     -       74              -          -
met2                  119       12           0.23     0.0161
met1                  312       70           0.59     0.0274
met3                   82        2           0.16     0.0193
met5                    0        -              0          0
met4                   11        0          0.021    0.00352
## flip-flops by register name, indices dropped and copies added, names as in the netlist
register,flops
rd_underflow,1
rdempty,1
rptr,1
rd_count_r,1
## synth_stat cells
library cell	number	area, um^2
dfrtp_1	3	75.1
xnor2_1	2	17.5
xor2_1	2	17.5
buf_4	1	7.51
conb_1	1	3.75
dfstp_2	1	26.3
nand2_1	1	3.75
nand2b_1	1	6.26
nor2_1	1	3.75
nor3b_4	1	18.8
## what timing repair did
action | 4_1_cts | 5_1_grt
endpoints found under the setup margin | 4 | 2
buffers inserted | 1 | 0
endpoints found under the hold margin | 0 | 0
resized | 8 | 1
## worst max-delay path by stage
stage                     startpoint  depth (start not counted)  slack [ns]     endpoint
finish             rdempty$_DFF_PN1_                          1        0.04      rdempty
global route       rdempty$_DFF_PN1_                          1       -0.01      rdempty
CTS           rd_count_r$_DFFE_PN0P_                          1       0.005  rd_count[0]
Power is estimated from default activity; no workload was simulated.
